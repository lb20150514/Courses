==> ./design.v <==
`timescale 1ns / 1ps
`timescale 1ns / 1ps
module ALU(IN1, IN2, CONTROL, OUT, ZERO);
input wire [31:0] IN1, IN2;
input wire [3:0] CONTROL;
output reg [31:0] OUT;
output wire ZERO;
always @(*) begin
case (CONTROL)
    (4'b0010): OUT = IN1 + IN2;      
    (4'b0110): OUT = IN1 - IN2;      
    (4'b0000): OUT = IN1 & IN2;      
    (4'b0011): OUT = IN1 | IN2;      
    (4'b0100): OUT = IN1 < IN2;    
    default: OUT = 0;
endcase
end
assign ZERO = (OUT == 0);
endmodule
`timescale 1ns / 1ps
module ALUctl(ALUOp, funct, ALUctl);
input wire [1:0] ALUOp;
input wire [5:0] funct;
output reg [3:0] ALUctl;
always @(*) begin
case (ALUOp)
    (2'b00): 
    begin
        case (funct)
            (6'b001000): ALUctl = 4'b0010;   
            (6'b001100): ALUctl = 4'b0000;   
        endcase
    end
    (2'b11): ALUctl = 4'b0010;               
    (2'b01): ALUctl = 4'b0110;               
    (2'b10):
    begin
        case (funct)
            (6'b100000): ALUctl = 4'b0010;   
            (6'b100010): ALUctl = 4'b0110;   
            (6'b100100): ALUctl = 4'b0000;   
            (6'b100101): ALUctl = 4'b0001;   
            (6'b101010): ALUctl = 4'b0111;   
        endcase
    end
endcase
end
endmodule
`timescale 1ns / 1ps
module CTL(op, RegDst, RegWrite, BranchEq, BranchNe, 
    MemRead, MemtoReg, MemWrite, ALUOp, ALUSrc, J);
input wire [5:0] op;
output reg RegDst, BranchEq, BranchNe, MemRead, MemtoReg, MemWrite, ALUSrc, RegWrite, J;
output reg [1:0] ALUOp;
initial begin
    RegDst = 1'b0;
    BranchEq = 1'b0;
    BranchNe = 1'b0;
    MemRead = 1'b0;
    MemtoReg = 1'b0;
    MemWrite = 1'b0;
    ALUSrc = 1'b0;
    RegWrite = 1'b0;
    J = 1'b0;
    ALUOp = 2'b00;
end
always @(op) begin
case (op)
    (6'b000000):             
    begin
        RegDst = 1'b1;
        BranchEq = 1'b0;
        BranchNe = 1'b0;
        MemRead = 1'b0;
        MemtoReg = 1'b0;
        MemWrite = 1'b0;
        ALUSrc = 1'b0;
        RegWrite = 1'b1;
        J = 1'b0;
        ALUOp = 2'b10;
    end
    (6'b001000):             
    begin
        RegDst = 1'b0;
        BranchEq = 1'b0;
        BranchNe = 1'b0;
        MemRead = 1'b0;
        MemtoReg = 1'b0;
        MemWrite = 1'b0;
        ALUSrc = 1'b1;
        RegWrite = 1'b1;
        J = 1'b0;
        ALUOp = 2'b00;
    end
    (6'b001100):             
    begin
        RegDst = 1'b0;
        BranchEq = 1'b0;
        MemRead = 1'b0;
        MemtoReg = 1'b0;
        MemWrite = 1'b0;
        ALUSrc = 1'b1;
        RegWrite = 1'b1;
        J = 1'b0;
        ALUOp = 2'b00;
    end
    (6'b100011):             
    begin
        RegDst = 1'b0;
        BranchEq = 1'b0;
        BranchNe = 1'b0;
        MemRead = 1'b1;
        MemtoReg = 1'b0;
        MemWrite = 1'b0;
        ALUSrc = 1'b1;
        RegWrite = 1'b1;
        J = 1'b0;
        ALUOp = 2'b11;
    end
    (6'b101011):             
    begin
        RegDst = 1'b0;
        BranchEq = 1'b0;
        BranchNe = 1'b0;
        MemRead = 1'b0;
        MemtoReg = 1'b0;
        MemWrite = 1'b1;
        ALUSrc = 1'b1;
        RegWrite = 1'b0;
        J = 1'b0;
        ALUOp = 2'b11;
    end
    (6'b000100):             
    begin
        RegDst = 1'b1;
        BranchEq = 1'b1;
        BranchNe = 1'b0;
        MemRead = 1'b0;
        MemtoReg = 1'b0;
        MemWrite = 1'b0;
        ALUSrc = 1'b0;
        RegWrite = 1'b0;
        J = 1'b0;
        ALUOp = 2'b01;
    end
    (6'b000101):             
    begin
        RegDst = 1'b1;
        BranchEq = 1'b0;
        BranchNe = 1'b1;
        MemRead = 1'b0;
        MemtoReg = 1'b0;
        MemWrite = 1'b0;
        ALUSrc = 1'b0;
        RegWrite = 1'b0;
        J = 1'b0;
        ALUOp = 2'b01;
    end
    (6'b000010):             
    begin
        RegDst = 1'b0;
        BranchEq = 1'b0;
        BranchNe = 1'b0;
        MemRead = 1'b0;
        MemtoReg = 1'b0;
        MemWrite = 1'b0;
        ALUSrc = 1'b0;
        RegWrite = 1'b0;
        J = 1'b1;
        ALUOp = 2'b00;
    end
    default:
    begin
        RegDst = 1'b0;
        BranchEq = 1'b0;
        BranchNe = 1'b0;
        MemRead = 1'b0;
        MemtoReg = 1'b0;
        MemWrite = 1'b0;
        ALUSrc = 1'b0;
        RegWrite = 1'b0;
        J = 1'b0;
        ALUOp = 2'b00;
    end
endcase
end
endmodule
`timescale 1ns / 1ps
module Data_Mem(CLK, MemWrite, MemRead, Address, WriteData, ReadData);
input wire CLK, MemWrite, MemRead;
input wire [31:0] Address, WriteData;
output [31:0] ReadData;
reg [31:0] data [0:127];
integer i;
initial begin
    for (i = 0; i < 128; i = i + 1)
        data[i] = 32'b0; 
end
assign ReadData = (MemRead) ? data[Address] : 32'b0;
always @(posedge CLK)
begin
    if (MemWrite)
        data[Address] = WriteData;
end
endmodule
`timescale 1ns / 1ps
module Instruct_Mem(IN, OUT);
input wire [31:0] IN;
output wire [31:0] OUT;
reg [31:0] mem [31:0];
integer i;
initial begin
for (i = 0; i < 32; i = i + 1)
    mem[i] = 32'b0;
end
assign OUT = mem[IN >> 2];
endmodule
`timescale 1ns / 1ps
module PC(CLK, PCHold, IN, OUT);
input wire CLK, PCHold;
input wire [31:0] IN;
output reg [31:0] OUT;
initial begin
    OUT = 32'b0;
end
always @(posedge CLK) begin
    if (PCHold)
        OUT = IN;
end
endmodule
`timescale 1ns / 1ps
module Reg(CLK, RegWrite, ReadReg1, ReadReg2, WriteReg, WriteData, ReadData1, ReadData2);
input wire CLK, RegWrite;
input wire [4:0] ReadReg1, ReadReg2, WriteReg;
output [31:0] ReadData1, ReadData2, WriteData;
reg [31:0] regs [0:31];
integer i;
initial begin
    for (i = 0; i < 32; i = i + 1)
        regs[i] = 32'b0;
end
assign ReadData1 = regs[ReadReg1];
assign ReadData2 = regs[ReadReg2];
always @ (posedge CLK)
begin
    if (RegWrite)
        regs[WriteReg] = WriteData;
end
endmodule
`timescale 1ns / 1ps
module SIGN_EX(IN, OUT);
input wire [15:0] IN;
output wire [31:0] OUT;
assign OUT = $signed(IN);
endmodule
module SINGLE(CLK);
input wire CLK;
wire PCHold;
wire [31:0] PCin, PCout, PCadd4;
wire RegDst, Jump, Beq, Bne, MemRead, MemtoReg, ALUOp, MemWrite, ALUSrc, RegWrite, J;
wire [4:0] WR;
wire [31:0] Instruct, RD1, RD2, Jaddress, SEout, WD;
wire [1:0] ALUControl;
wire [31:0] shift32out, prebranch, ALUin2, address, zero;
wire [31:0] branch, RD;
assign PCadd4 = PCout + 4;
assign Jaddress = {PCadd4[31:28], {Instruct[25:0] << 2}};
assign WR = (RegDst) ? Instruct[20:16] : Instruct[15:11];
assign shift32out = SEout << 2;
assign prebranch = PCadd4 + shift32out;
assign ALUin2 = (ALUSrc) ? RD2 : SEout;
assign branch = ((Beq & zero) | (Bne & ~zero)) ? PCadd4 : prebranch;
assign PCin = (J) ? branch : Jaddress;
assign WD = (MemtoReg) ? address : RD;
pc PC(CLK, PCHold, PCin, PCout);
instruct_mem Instruct_Mem(PCout, Instruct);
control CTL(Instruct[31:26], RegDst, RegWrite, Beq, Bne, MemRead, MemtoReg, MemWrite, ALUOp, ALUSrc, J);
register Reg(CLK, RegWrite, Instruct[25:21], Instruct[20:16], WR, WD, RD1, RD2);
sign_extend SIGN_EX(SEout);
ALUcontrol ALUctl(ALUOp, Instruct[5:0], ALUControl);
ALUnit ALU(RD1, ALUin2, ALUControl, address, zero);
data_mem Data_Mem(CLK, MemWrite, MemRead, address, RD2, RD);
endmodule
==> ./run.sh <==
#!/bin/bash
# OpenROAD 26Q1-2900-gdf79404cd8, Yosys 0.63+post, stock flow scripts
make -C /OpenROAD-flow-scripts/flow DESIGN_CONFIG=/design/flow/config.mk WORK_HOME=/design/flow/orfs finish
==> ./config.mk <==
export PLATFORM = sky130hd
export DESIGN_NAME = ALU
export DESIGN_NICKNAME = ALU
export VERILOG_FILES = /design/flow/design.v
export SDC_FILE = /design/flow/constraint.sdc
export NUM_CORES = 4
export LEC_CHECK = 1
export CORE_UTILIZATION = 40
==> ./constraint.sdc <==
current_design ALU

set clk_period 26.8
set clk_io_pct 0.2

create_clock -name clk0 -period $clk_period

set non_clock_inputs [all_inputs -no_clocks]
set_input_delay [expr $clk_period * $clk_io_pct] -clock clk0 $non_clock_inputs
set_output_delay [expr $clk_period * $clk_io_pct] -clock clk0 [all_outputs]
==> run summary <==
The flow completed. The number of gates resized after CTS was 0. Average routed wire per standard cell landed at 19.8 microns. Fraction of synthesized cell area taken by the top area cell type landed at 22.7%. Number of library cell types mapped by synthesis landed at between 70 and 80. Across the whole layout, storage elements account for 0 sq um. The vertical die dimension reported for this design is 119 microns. Yosys stat cell total landed at around 840. Clock period minus final worst setup slack landed at 15340 ps. Arrival time reported for the critical path endpoint landed at roughly 10000 ps. Half-perimeter wire length of the detailed placement result landed at 17300 microns. Per STA, the library cell used most along the worst path is a211oi_1.

Synthesis handed over a netlist of 844 instances. Number of max-slew violations in the final report landed at 0. In this run, the number of DRC markers left after iteration 0 of detailed routing was 757. Number of max-cap violations landed at 0. Synthesized area per cell landed at 6.53 sq um.

The first detailed-routing pass took 5 iterations. The synthesis report lists the most area-consuming cells as ha_1 (23%), a21oi_1 (7.4%), inv_1 (6.8%). For this design, the CTS-stage hold fixing added 0 buffers. Final critical-path share of the clock period landed at 57.2%. Routability-driven placement congestion ratio landed at 0.988. 0 antenna diodes ended up in the layout. The number of buffers and inverters on the critical path is 3. Detailed routing inserted a total of 6648 vias. Total global-route track usage landed at 30.2%.

Core box area landed at roughly 0.013 sq mm. Setup repair after global routing left no endpoint under its margin. Global-route wire length before repair landed at 33300 microns. Input and output buffers added on the ports amount to a little over 100. 101 I/O pins were placed. Summing over the stages, the warning tally comes to 100.

Die area landed at 0.0142 sq mm. Yosys reports a chip area of 0.00551 sq mm. Width of the die landed at 119 microns. Largest net degree at the start of global routing landed at 37. The final layout contains a sequential cell count of 0.

Looking at the max-slew report, the worst-margin pin has a slew of 887 ps. Initial antenna violation count landed at 0. The completed layout was analyzed and its total power is 133 uW. Per the STA report, the cell with the highest stage delay on the worst path is a2111oi_1. Post-CTS setup repair buffer count landed at 0. Summing the sequential cell areas from Yosys gives 0% of the chip area.

Netlist area before placement landed at 0.00551 sq mm. Power density over cell area landed at 20.0 mW/mm^2. Maximum vdd ir drop landed at ~0.0086 mV. Total setup violations reported at the end of the flow landed at 0. Final number of hold-violating endpoints landed at 0. The script extracted a total leakage power of roughly 0.0030 uW. The via count of the first global-routing pass was a little under 6000. Final design instance area without fill landed at between 0.006 and 0.007 sq mm. Floorplan-stage core utilization landed at 41.3%. The placed instances occupy a cell area of 0.00666 sq mm. Warnings reported by Yosys during synthesis add up to 1. The biggest area contributor in the post-synthesis netlist is ha_1. The longest incremental delay of any stage on the critical path is reported as between 600 and 700 ps.

For this run, design rule violations remaining after detail routing come to 0. Worst slack at placement landed at 11450 ps. The kind of cell with the highest combined delay along the critical path is AND-OR/OR-AND gates. Upper clock frequency limit landed at around 65 MHz. In the layout the commonest cells are clkdlybuf4s50_1 (101), inv_1 (100), ha_1 (100). Summed over all failing endpoints, the final setup total negative slack is 0 ps. The final timing report gives a worst setup slack of 11460 ps.

The floorplan has approximately 42 rows. The final layout report lists a clock buffer count of 0. The library cell used most frequently in the layout, excluding fill and tap cells, is clkdlybuf4s50_1. For reference, the most critical setup path is categorized as in2out. The path class of the tightest hold or removal check is in2out. Dividing the detail-routed via count by the number of cells gives 6.10.

Traced cell by cell, the critical path runs through clkdlybuf4s50_1 -> ha_1 -> inv_1 -> fa_1 -> nand2b_1 -> a211oi_1 -> o2111ai_1 -> a2111oi_1 -> a211oi_1 -> o21ai_1 -> a211oi_1 -> a211oi_1 -> o2111ai_1 -> nor3_2 -> clkdlybuf4s50_1. Remaining max-slew budget at the tightest pin landed at 40.4%. Wires add up to ~22000 microns.

Number of nets with antenna violations after routing landed at 0. Logic area landed at 0.00497 sq mm. Per the layout report, the design carries 1367 filler cells. STA classifies the critical path endpoint as an output port. Relative area change from synthesis to final layout landed at 21.0%. Final global-route overflow total landed at 0. The flow ran to the end, and the final reports show no timing, DRC or antenna violations. Largest fanout on the critical path landed at 5. The worst setup path is launched from an input pin. The data required time reported for the critical path is 21440 ps.

Fraction of final layout cells with drive strength greater than 1 landed at 4.27%.
## cell type report
| class | count | area share (%) |
|---|---|---|
| repair buffers | 111 | 16.3 |
| well taps | 176 | 3.30 |
| multi-input cells | 699 | 74.6 |
| inverters | 103 | 5.80 |
## path summary, 6_finish.rpt
path	start	endpoint	depth (start not counted)
worst max-delay path	IN2[0]	ZERO	15
worst min-delay path	CONTROL[3]	OUT[2]	3
## power breakdown
group | total, uW | switching [uW] | internal (uW) | leakage, uW
combinational | 133 | 77.7 | 55.4 | 0.00300
sequential | 0 | 0 | 0 | 0
clock | 0 | 0 | 0 | 0
## synth_stat cells (all sizes together), types with 9 or more instances
cell type	n
inv	103
clkbuf	35
o211ai	12
nor2b	11
ha	100
o31ai	13
a221o	11
nand2b	12
nand3	27
a221oi	12
nor3	22
a21o	14
o21bai	9
nand4	9
nor4	13
o21ai	38
a21oi	82
and2	14
a211oi	17
nand2	61
nor2	83
## metrics by stage
stage               cells  hold slack [ps]  utilization (%)
finish               1089            11900             49.9
global placement     1089            11910             49.9
global route         1089            11970             49.9
detailed placement   1089            11920             49.9
CTS                  1089            11930             49.9
floorplan             844            10740                -
## cells by family (layout without fill, tap and decap cells)
| group | Yosys count | after routing | share of synthesized area, % |
|---|---|---|---|
| simple gates | 294 | 294 | 26.6 |
| compound gates | 293 | 293 | 38.3 |
| buf+inv | 145 | 214 | 9.97 |
| fa+ha+maj | 102 | 102 | 23.4 |
| mux | 6 | 6 | 1.09 |
| xor+xnor | 4 | 4 | 0.636 |
## routing by layer
metal,global-route usage [%],routed length [microns],up-vias
met5,0.735,0,-
met4,2.81,197,0
met3,5.82,2220,21
met2,41.8,8550,366
met1,48.8,10600,3029
li1,-,-,3232
Power and IR drop assume default switching activity.
